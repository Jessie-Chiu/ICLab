===== flow/run.sh =====
#!/bin/bash
# OpenROAD 26Q1-2900-gdf79404cd8, Yosys 0.63+post, stock flow scripts
make -C /OpenROAD-flow-scripts/flow DESIGN_CONFIG=/design/flow/config.mk WORK_HOME=/design/flow/orfs finish

===== flow/config.mk =====
export PLATFORM = sky130hd
export DESIGN_NAME = SYNFIFO
export DESIGN_NICKNAME = SYNFIFO
export VERILOG_FILES = /design/flow/design.v
export SDC_FILE = /design/flow/constraint.sdc
export NUM_CORES = 4
export LEC_CHECK = 1
export CORE_UTILIZATION = 50

===== flow/constraint.sdc =====
current_design SYNFIFO

set clk_period 7.5
set clk_io_pct 0.2

create_clock -name clk0 -period $clk_period [get_ports {clk}]

set non_clock_inputs [all_inputs -no_clocks]
set_input_delay [expr $clk_period * $clk_io_pct] -clock clk0 $non_clock_inputs
set_output_delay [expr $clk_period * $clk_io_pct] -clock clk0 [all_outputs]

===== flow/design.v =====
module SYNFIFO #(parameter WIDTH=16, parameter DEPTH=8)(
    clk,
    rst_n,
    wdata,
    wpush,
    wfull,
    rdata,
    rpop,
    rempty
);
input       clk, rst_n;
input       [WIDTH-1:0] wdata;
input       wpush;
output      wfull;
output reg  [WIDTH-1:0] rdata;
input       rpop;
output      rempty;
wire wena, rena;
reg [$clog2(DEPTH):0] waddr, raddr;
wire waddr_msb = waddr[$clog2(DEPTH)];
wire raddr_msb = raddr[$clog2(DEPTH)];
wire [$clog2(DEPTH)-1:0] waddr_real = waddr[$clog2(DEPTH)-1:0];
wire [$clog2(DEPTH)-1:0] raddr_real = raddr[$clog2(DEPTH)-1:0];
reg [WIDTH-1:0] ram[0:DEPTH-1];
assign wena = (!wfull & wpush);
assign wfull = ((waddr_msb==!raddr_msb) && (waddr_real==raddr_real)) ? 1'd1 : 1'd0;
always @(posedge clk or negedge rst_n) begin
    if(!rst_n) waddr <= 0;
    else if(wena) waddr <= waddr + 1'b1;
    else waddr <= waddr;
end
assign rena = (!rempty & rpop);
assign rempty = (waddr==raddr) ? 1'b1 : 1'b0;
always @(posedge clk or negedge rst_n) begin
    if(!rst_n) raddr <= 0;
    else if(rena) raddr <= raddr + 1'b1;
    else raddr <= raddr;
end
always @(posedge clk or negedge rst_n) begin
    if(!rst_n) rdata <= 0;
    else if(rena) rdata <= ram[raddr_real];
    else rdata <= rdata;
end
genvar i;
generate
    for(i=0; i<DEPTH-1; i=i+1) begin
        always @(posedge clk or negedge rst_n) begin
            if(!rst_n) ram[i] <= 0;
            else if(wena) ram[waddr_real] <= wdata;
            else ram[i] <= ram[i];
        end
    end
endgenerate
endmodule

==> results_dict.tcl <==
# metrics dict for downstream scripts
set metrics [dict create \
    yosysSeqAreaShare_pct 72.1 \
    error "ERROR: Found 112 problems in 'check -assert'." \
    ys_ff 264 \
    synth.distinct_cells 37 \
    yosys.area_share.adder_pct 1.49 \
    status "did not finish" \
    ys_cells 596 \
    flop_cell "dfrtp_1" \
    ys_sh_aoi_pct 6.49 \
    ys_sh_simple_pct 3.58 \
    synth_warnings 2 \
    synth_async_sr_flop_share_pct 51.5 \
    xor_share_pct 0.784 \
    top_logic_kind "multiplexers" \
    yosysChipArea_sq_um 10100 \
    haltStage "1_2_yosys" \
    mux_area_share_pct 13.7 \
    edf_count 128 \
]
-- Yosys cell counts (all sizes together), types with 2 or more instances --
master   instances  share of area, %
a221oi           5              0.44
xnor2            3              0.26
o21ai            5              0.25
o31ai           10              0.75
a22o             3              0.26
a222oi          13               1.3
o2111ai          2              0.17
inv              7              0.26
buf             14               1.1
xor2             6              0.52
mux2           122                14
a21oi            9              0.45
dfrtp          136                34
nor3b            3              0.37
a221o           10               1.0
edfxtp         128                38
a211oi           5              0.37
a31o             3              0.26
nor4             2              0.12
nand2           30               1.1
nor2            25               1.2
o41ai            2              0.44
nand3            8              0.40
nor3             3              0.15
ha              12               1.5
clkbuf          16              0.60
a22oi            9              0.67
-- kinds of logic after synthesis --
| kind of cell | count (synthesis) |
|---|---|
| DFF | 264 |
| muxes | 122 |
| AOI/OAI and AO/OA | 78 |
| and+or+nand+nor | 74 |
| buffers and inverters | 37 |
| adders and majority gates | 12 |
| xor gates and xnor gates | 9 |
